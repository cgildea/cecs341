<file path="flow/run.sh">
#!/bin/bash
# OpenROAD 26Q1-2900-gdf79404cd8, Yosys 0.63+post, stock flow scripts
make -C /OpenROAD-flow-scripts/flow DESIGN_CONFIG=/design/flow/config.mk WORK_HOME=/design/flow/orfs finish
</file>
<file path="flow/config.mk">
export PLATFORM = sky130hd
export DESIGN_NAME = MIPSALU
export DESIGN_NICKNAME = MIPSALU
export VERILOG_FILES = /design/flow/design.v
export SDC_FILE = /design/flow/constraint.sdc
export NUM_CORES = 4
export LEC_CHECK = 1
export CORE_UTILIZATION = 40
</file>
<file path="flow/constraint.sdc">
current_design MIPSALU

set clk_period 18.9
set clk_io_pct 0.2

create_clock -name clk0 -period $clk_period

set non_clock_inputs [all_inputs -no_clocks]
set_input_delay [expr $clk_period * $clk_io_pct] -clock clk0 $non_clock_inputs
set_output_delay [expr $clk_period * $clk_io_pct] -clock clk0 [all_outputs]
</file>
<file path="flow/design.v">
`timescale 1ns / 1ps
module MIPSALU (ALUctl, A, B, ALUOut, Zero);
	input[3:0] ALUctl;
	input[31:0] A, B;
	output reg[31:0] ALUOut;
	output Zero;
	assign Zero = (ALUOut==0);  
	always @(ALUctl, A, B) begin  
		case(ALUctl)
			0: ALUOut <= A & B;
			1: ALUOut <= A | B;
			2: ALUOut <= A + B;
			6: ALUOut <= A - B;
			7: ALUOut <= A < B ? 1 : 0;
			default: ALUOut <= 0;
		endcase
	end
endmodule
</file>
==> notes.md <==
Synthesis and place-and-route results.

- STA classifies the critical path startpoint as an input port.
- Fill cells in the final layout number 1368.
- The synthesized area divided by synthesized cell count is slightly below 7 um^2.
- The library cell contributing the largest single delay on the critical path is sky130_fd_sc_hd__o41ai_1.
- Counting instances in the post-synthesis netlist gives the leading cell types as 102 x sky130_fd_sc_hd__ha_1, 99 x sky130_fd_sc_hd__inv_1, 69 x sky130_fd_sc_hd__a21oi_1.
- Excluding fillers, the count of instances in the completed layout stands at roughly 1.1k.
- The post-place setup slack is roughly 6100 ps.
- In this run the count of I/O pins placed on the die edge is 101.
- Summing all multi-input logic gate instances after layout gives between 4000 and 5000 um^2.
- The number of setup violations in the final report is 0.
- The instance count after placement with tap cells included is 1051.
- The post-synthesis cell type with the largest instance count is sky130_fd_sc_hd__ha_1.
- After clock tree synthesis, the repair step resized 0 gates.
- After layout, the worst setup slack is between 5000 and 6000 ps.
- Setup repair after global routing left no endpoint under its margin.
- Summing every instance area after synthesis gives ~5500 um^2.
- The cell repeated most along the worst path is sky130_fd_sc_hd__clkdlybuf4s50_1.
- The number of setup buffers added after CTS is 0.
- In the final timing run, aggregate negative setup slack is 0 ps.
- Once detail routing completed, the nets flagged for antenna violations numbered 0.
- The count of inserted antenna diode cells is 0.
- The stage-log warning count is 102.
- The pin count of the biggest net entering global routing is about 40.
- The count of unique library cells instantiated by Yosys is approximately 90.
- The report lists the cells along the critical path as clkdlybuf4s50_1 -> inv_1 -> ha_1 -> and4_1 -> nand4_1 -> a21oi_1 -> o311ai_1 -> and2_1 -> o41ai_1 -> a221oi_2 -> mux2i_1 -> a2111oi_0 -> or4b_1 -> nor4_2 -> clkdlybuf4s50_1.
- The placement report lists the number of port buffers as just over 100.
- Across all checked pins, the minimum headroom to the slew limit is 38.7%.
- The cell leakage power is roughly 0.0029 uW.
- The number of design-rule violations left by the first detailed-router iteration is ~470.
- The run finished with clean final reports.
- The worst setup path is of the in2out kind.
- According to the floorplan report, the die width is about 120 um.
- The cell taking the most area after synthesis is sky130_fd_sc_hd__ha_1.
- Of the synthesized area, sequential elements account for 0%.
- After its last routability iteration, the placer logged a weighted congestion of between 1 and 1.5.
- STA reports the tightest min-delay check as being of type in2out.
- In the finished design, the share of the clock period the worst path needs comes to roughly two thirds.
- In this design, the stage delay of the slowest critical-path cell is approximately 800 ps.
- The top fanout value on the critical path is 13.
- The synthesized chip area reported by yosys is 5520 um^2.
- The first global-routing pass estimated ~33 mm of wire.
- The initial antenna violation count is 0.
- Buffers inserted to repair hold after CTS numbered 0.
- The cell type group with the largest total delay on the critical path is AND-OR/OR-AND gates.
- The post-synthesis to final-layout area growth is 18.0%.
- The HPWL reported at the end of detailed placement is about 17 mm.
- The number of core rows is about 42.
- The number of max-cap violations is 0.
- For this run, the number of Yosys warnings is 1.
- The cell count after synthesis is around 810.
- The storage element area is 0 um^2.
- The initial core utilization is 41.4%.
- The area of the placeable core is between 10000 and 15000 um^2.
- In the routed layout, each cell is associated on average with a via count of just over 6.
- The vertical die size is between 100 and 150 um.
- The average wire per standard cell is ~20 um.
- IR analysis of the VDD net gives a maximum drop of roughly 0.015 mV.
- The first detailed-routing pass ran for 9 iterations.
- The floorplan step defined a die boundary enclosing around 14000 um^2.
- The design has 0 sequential cells.
- The number of global-route vias before repair is 5887.
- The detailed-route wire length is between 20 and 25 mm.
- Looking at the max-slew report, the worst-margin pin has a slew of 907 ps.
- Max-slew check failures listed in the final report amount to 0.
- The layout has 0 clock buffers.
- STA classifies the critical path endpoint as an output port.
- Along the critical path, the tally of buffer and inverter instances is 3.
- Sorting the synthesized cells by area gives the leading types as sky130_fd_sc_hd__ha_1 23%, sky130_fd_sc_hd__inv_1 6.7%, sky130_fd_sc_hd__a21oi_1 6.3%, sky130_fd_sc_hd__nor2_1 4.1%, sky130_fd_sc_hd__o21ai_0 4.1%.
- The detailed router placed 6383 vias in this run.
- The post-route netlist has roughly 4.2% of its cells at a drive strength greater than 1.
- The areal power density over the cells is between 20 and 30 nW/um^2.
- The share of the synthesized area in the top cell type is between 20% and 30%.
- The final number of hold-violating endpoints is 0.
- The residual DRC count is 0.
- The global route stage reports its total congestion overflow as 0.
- The cell count in the Yosys report is about 800.
- The arrival time of data at the worst endpoint is listed as 9130 ps.
- Timing would allow up to 77.5 MHz.
- The smallest clock period supported by the final layout is computed as 12910 ps.
- The OpenROAD report gives the critical path a required time of roughly 15000 ps.
- The total routing resource utilization after global routing is between 30% and 40%.
- Summing internal, switching and leakage power gives approximately 190 uW.
logic make-up (layout without fill, tap and decap cells):
family | count (synthesis) | in the layout | synth area share (%)
AOI/OAI and AO/OA | 297 | 297 | 37.4
and+or+nand+nor | 238 | 238 | 22.1
buffers and inverters | 148 | 211 | 12.4
adders and majority gates | 104 | 104 | 23.8
xor gates and xnor gates | 13 | 13 | 2.06
muxes | 12 | 12 | 2.24
worst min-delay path: stages:
cell and delay [ps]:
sky130_fd_sc_hd__clkdlybuf4s50_1 420, sky130_fd_sc_hd__inv_1 80, sky130_fd_sc_hd__ha_1 140, sky130_fd_sc_hd__o31ai_1 140, sky130_fd_sc_hd__clkdlybuf4s50_1 420
power by group:
group	leakage [uW]	internal, uW	switching (uW)
clock	0	0	0
combinational	0.00286	78.7	112
sequential	0	0	0
cell type report:
| cell class | instances | area share [%] |
|---|---|---|
| Tap cell | 176 | 3.38 |
| Multi-Input combinational cell | 664 | 74.3 |
| Timing Repair Buffer | 110 | 16.5 |
| Inverter | 101 | 5.82 |
layer usage:
layer / track usage, % / up-vias / part of all wire [%]
met2: 44.6 / 294 / 43
met3: 5.58 / 38 / 8.9
met1: 44.3 / 2924 / 46
li1: - / 3127 / -
met5: 0 / - / 0
met4: 7.81 / 0 / 2.7
through the flow:
stage          hold WS [ps]  utilization, %  cell area [um^2]
2_1_floorplan          7680               -              5520
4_1_cts                8780            48.8              6520
3_3_place_gp           8770            48.8              6520
5_1_grt                8840            48.8              6520
6_report               8770            48.8              6520
3_5_place_dp           8790            48.8              6520
final timing paths:
kind	startpoint	end	slack, ps	cells past startpoint
worst max-delay path	A[11]	Zero	5990	15
worst min-delay path	B[31]	ALUOut[0]	8770	5
cells in the final DEF (no fill, tap or decap), drive strengths merged, types with 8 or more instances in the layout:
master,n
o211ai,22
clkdlybuf4s50,101
nand3,18
o21bai,9
buf,9
a31oi,10
ha,102
nor4,15
nand2,55
a221oi,8
nor2b,10
o31ai,15
o21ai,50
nor2,60
or3,9
a21oi,70
a21o,12
inv,101
o21a,8
xnor2,12
mux2i,9
nand4,11
o22ai,13
nor3,27
a211oi,19
Power and IR drop assume default switching activity.
