==> design.v <==
`timescale 1ns / 1ps
module ALU (ALUctl, A, B, ALUOut, Zero);
	input[3:0] ALUctl;
	input[31:0] A, B;
	output reg[31:0] ALUOut;
	output Zero;
	assign Zero = (ALUOut==0);  
	always @(ALUctl, A, B) begin  
		case(ALUctl)
			0: ALUOut <= A & B;
			1: ALUOut <= A | B;
			2: ALUOut <= A + B;
			6: ALUOut <= A - B;
			7: ALUOut <= A < B ? 1 : 0;
			default: ALUOut <= 0;
		endcase
	end
endmodule
==> run.sh <==
#!/bin/bash
# OpenROAD 26Q1-2900-gdf79404cd8, Yosys 0.63+post, stock flow scripts
make -C /OpenROAD-flow-scripts/flow DESIGN_CONFIG=/design/flow/config.mk WORK_HOME=/design/flow/orfs finish
==> config.mk <==
export PLATFORM = sky130hd
export DESIGN_NAME = ALU
export DESIGN_NICKNAME = ALU
export VERILOG_FILES = /design/flow/design.v
export SDC_FILE = /design/flow/constraint.sdc
export NUM_CORES = 4
export LEC_CHECK = 1
export CORE_UTILIZATION = 40
==> constraint.sdc <==
current_design ALU

set clk_period 18.9
set clk_io_pct 0.2

create_clock -name clk0 -period $clk_period

set non_clock_inputs [all_inputs -no_clocks]
set_input_delay [expr $clk_period * $clk_io_pct] -clock clk0 $non_clock_inputs
set_output_delay [expr $clk_period * $clk_io_pct] -clock clk0 [all_outputs]
==> flow_summary.yaml <==
# generated from flow reports
status:
  status: "finished clean"
route:
  dr.pass1.iters: 9
  wl_microns: 21200
  n_antenna_cell: 0
  route.detailed.drc: 0
  drt_iter0_drc: 467
  num_vias: 6383
  vias_per_cell: 6.07
  antenna_left: 0
  wl_per_cell_microns: 20.2
yosys:
  syn_area_sq_um: 5520
  ys_warn_count: 1
  area_leaders: "ha_1 (23%), inv_1 (6.7%), a21oi_1 (6.3%)"
  most_common_cell: "ha_1"
  top_area_frac: 0.231
  ys_seq_frac: 0
  ys_cells: 812
  synth.distinct_cells: 88
  synth_area_per_cell_sq_um: 6.80
  common_cells: "ha_1 (102), inv_1 (99), a21oi_1 (69)"
  yosys.area.top_type: "ha_1"
  synthesis.instances: 812
  ys_area_sq_um: 5520
worst_setup_path:
  crit_path_cell_trace: "clkdlybuf4s50_1 -> inv_1 -> ha_1 -> and4_1 -> nand4_1 -> a21oi_1 -> o311ai_1 -> and2_1 -> o41ai_1 -> a221oi_2 -> mux2i_1 -> a2111oi_0 -> or4b_1 -> nor4_2 -> clkdlybuf4s50_1"
  critPathKind: "in2out"
  cp.buffers_inverters: 3
  end_kind: "output pin"
  start_kind: "input pin"
  cpPeakStageDelay_ns: 0.80
  crit_required_ns: 15.12
  critPathMaxFanout: 13
  cp_top_family: "AND-OR/OR-AND gates"
  crit_top_cell: "clkdlybuf4s50_1"
  arrival_ns: 9.13
  cp_slowest_cell: "o41ai_1"
power:
  p_leak_uw: 0.00286
  power_density_nw_per_um2: 29.2
  peakVddDrop_uv: 15.3
placed_design:
  place.gp.congestion: 1.00
  dp_hpwl_microns: 16900
  io_buffers: 101
die:
  fp_util: 0.414
  die-area_sq_um: 14300
  floorplan.rows: 42
  die_h_microns: 120
  pin_count: 101
  core_area_sq_um: 13300
  die_width_microns: 120
sta:
  rsz0062_at_grt: "false"
  relSlewSlack: 0.387
  final-hold-violation-count: 0
  tightest_slew_ns: 0.907
  min_period_over_period: 0.683
  final-setup-viol-count: 0
  fmax_mhz: 77.5
  drv_slew: 0
  hold_ws_ns: 8.77
  finalCriticalPeriod_ns: 12.91
  tns_ns: 0
job:
  warning_count: 102
  maxCapViolCount: 0
finish:
  clock_buffers: 0
  drive_above_1_share: 0.0423
  syn_to_final_growth_pct: 18.0
  regArea_sq_um: 0
  design.seq.count: 0
  fillers: 1368
grt:
  grt.total_usage: 0.300
  grt_max_degree: 40
  grt_pass1_wl_microns: 33200
  grt_pass1_vias: 5887
  grt-ovfl-total: 0
  antenna_found_initial: 0
min_path:
  hp-class: "in2out"
cts:
  cts_setup_buffers: 0
  cts_hold_buf: 0
  cts_resized: 0
[cell families (layout without fill, tap and decap cells)]
family | count (synthesis) | after routing | share of synthesized area
simple gates | 238 | 238 | 0.221
mux | 12 | 12 | 0.0224
buf+inv | 148 | 211 | 0.124
compound gates | 297 | 297 | 0.374
xor+xnor | 13 | 13 | 0.0206
fa+ha+maj | 104 | 104 | 0.238
[power breakdown]
group	internal, uW	switching [uW]	leakage, uW
Sequential	0	0	0
Combinational	78.7	112	0.00286
Clock	0	0	0
Total	78.7	112	0.00286
[cell usage in the layout (no fill, tap or decap), types with 17 or more instances in the layout]
master / synthesis / routed
ha_1: 102 / 102
clkdlybuf4s50_1: 0 / 101
inv_1: 99 / 99
a21oi_1: 69 / 69
nor2_1: 60 / 60
nand2_1: 55 / 55
o21ai_0: 45 / 45
nor3_1: 27 / 27
o211ai_1: 20 / 20
nand3_1: 18 / 18
a211oi_1: 17 / 17
[routing by layer]
layer	global-route usage	wire, microns
met1	0.443	9670
met4	0.0781	572
met3	0.0558	1880
met5	0	0
met2	0.446	9120
[layout make-up]
cell class / instances / area, sq um / share of cell area
Multi-Input combinational cell: 664 / 4840 / 0.743
Timing Repair Buffer: 110 / 1080 / 0.165
Inverter: 101 / 379 / 0.0582
Tap cell: 176 / 220 / 0.0338
[path summary, 6_finish.rpt]
| path | cells after the start | start | slack, ns | end |
|---|---|---|---|---|
| worst max-delay path | 15 | A[11] | 5.99 | Zero |
| worst min-delay path | 5 | B[31] | 8.77 | ALUOut[0] |
[tightest hold or removal path: cells and delay by family]
family | cells | cell delay (ns)
buffers and inverters | 3 | 0.92
adder cells (fa/ha/maj) | 1 | 0.14
AND-OR/OR-AND | 1 | 0.14
[per-stage QoR]
step	total power, uW	cell area [sq um]	std cells	util	setup slack, ns
4_1_cts	188	6520	1051	0.488	6.14
3_5_place_dp	186	6520	1051	0.488	6.13
6_report	190	6520	1051	0.488	5.99
2_1_floorplan	120	5520	812	-	8.19
5_1_grt	207	6520	1051	0.488	5.83
3_3_place_gp	187	6520	1051	0.488	6.13
Power figures rest on the tool's default switching activity, not on a simulated workload.
