[./design.v]
`timescale 1ns / 1ps
module DataMemory(
	 input [31:0] WriteData,
	 input [31:0] Address,
	 input clock, 
	 input MemWrite,
	 input MemRead,
	 output reg [31:0] ReadData
    );
	reg [7:0] DM [0:255];  
		always @ (posedge clock) 
	begin 
		if (MemWrite ==1) 
		begin
			DM[Address[7:0] + 0] = WriteData [31:24]; 
			DM[Address [7:0] + 1] = WriteData [23:16]; 
			DM[Address [7:0] + 2] = WriteData [15:8]; 
			DM[Address [7:0] + 3] = WriteData [7:0];  
		end
	end
		always @ (MemRead, Address)
		begin
			if (MemRead ==1) 
				 ReadData = {DM[Address[7:0] + 0], DM[Address[7:0] + 1], DM[Address[7:0] + 2], DM[Address[7:0] + 3]} ; 
		end
	initial begin
		DM[0] = 8'h00;
		DM[1] = 8'h00;
		DM[2] = 8'h00;
		DM[3] = 8'h00;
		DM[4] = 8'h11;
		DM[5] = 8'h11;
		DM[6] = 8'h11;
		DM[7] = 8'h11;
		DM[8] = 8'h22;
		DM[9] = 8'h22;
		DM[10] = 8'h22;
		DM[11] = 8'h22;
		DM[12] = 8'h33;
		DM[13] = 8'h33;
		DM[14] = 8'h33;
		DM[15] = 8'h33;
		DM[16] = 8'h44;
		DM[17] = 8'h44;
		DM[18] = 8'h44;
		DM[19] = 8'h44;
		DM[20] = 8'h55;
		DM[21] = 8'h55;
		DM[22] = 8'h55;
		DM[23] = 8'h55;
		DM[24] = 8'h66;
		DM[25] = 8'h66;
		DM[26] = 8'h66;
		DM[27] = 8'h66;
		DM[28] = 8'h77;
		DM[29] = 8'h77;
		DM[30] = 8'h77;
		DM[31] = 8'h77;
		DM[32] = 8'h88;
		DM[33] = 8'h88;
		DM[34] = 8'h88;
		DM[35] = 8'h88;
		DM[36] = 8'h99;
		DM[37] = 8'h99;
		DM[38] = 8'h99;
		DM[39] = 8'h99;
		DM[40] = 8'haa;
		DM[41] = 8'haa;
		DM[42] = 8'haa;
		DM[43] = 8'haa;
		DM[44] = 8'hbb;
		DM[45] = 8'hbb;
		DM[46] = 8'hbb;
		DM[47] = 8'hbb;
		DM[48] = 8'hcc;
		DM[49] = 8'hcc;
	end
endmodule
[./run.sh]
#!/bin/bash
# OpenROAD 26Q1-2900-gdf79404cd8, Yosys 0.63+post, stock flow scripts
make -C /OpenROAD-flow-scripts/flow DESIGN_CONFIG=/design/flow/config.mk WORK_HOME=/design/flow/orfs finish
[./config.mk]
export PLATFORM = sky130hd
export DESIGN_NAME = DataMemory
export DESIGN_NICKNAME = DataMemory
export VERILOG_FILES = /design/flow/design.v
export SDC_FILE = /design/flow/constraint.sdc
export NUM_CORES = 4
export LEC_CHECK = 1
export CORE_UTILIZATION = 50
[./constraint.sdc]
current_design DataMemory

set clk_period 21.1
set clk_io_pct 0.2

create_clock -name clk0 -period $clk_period [get_ports {clock}]

set non_clock_inputs [all_inputs -no_clocks]
set_input_delay [expr $clk_period * $clk_io_pct] -clock clk0 $non_clock_inputs
set_output_delay [expr $clk_period * $clk_io_pct] -clock clk0 [all_outputs]
==> run notes <==
Figures from the flow reports.

Setup path:
- The run puts the required time reported for the critical path endpoint at approximately 22 ns.
- The run gives the type of element capturing the critical path as a register.
- The run puts the number of buffers and inverters on the critical path at 7.
- In this design, the critical path's most frequently occurring cell is buf_4.
- Among all stages on the critical path, the largest delay is contributed by xor2_4.
- Walking the worst path, the cells encountered are buf_8 -> buf_4 -> ha_1 -> buf_4 -> buf_4 -> nand3_1 -> xor2_4 -> buf_4 -> nand2_1 -> buf_4 -> nor3_1 -> buf_4 -> nand2_1 -> nand3_1.
- The run gives the critical path arrival as 10.91 ns.
- STA classifies the critical path startpoint as a primary input.
- Per STA, the worst path accumulates the most delay in the family buffers and inverters.
- The run gives the worst-path maximum fanout as 41.
- The run gives the type of the worst setup path as primary input to register.
- The run puts the maximum single-stage delay on the critical path at 0.82 ns.

Global routing:
- The via count of the first global-routing pass was roughly 170k.
- Summed over all routing layers, the global router reports a total usage of 61.9%.
- The run puts the pin count of the biggest net entering global routing at between 90 and 100.
- The run gives the wire length of the first global-routing pass as 1560 mm.
- The run puts the initial antenna violation count at 206.
- The run gives the aggregate global routing overflow as 0.

Job:
- Max-cap violations in this run came to 1.
- The run gives the OpenROAD warning count as just under 60.

Final timing:
- Looking at the max-slew report, the worst-margin pin has a slew of 1.56 ns.
- Setup repair after global routing left no endpoint under its margin.
- The run gives the total count of max-transition violations in the final report as 2.
- The run puts the final clock period utilization by the worst path at 48.6%.
- The run puts the final hold violation count at 0.
- The timer found 32 register pins that no clock reaches; their paths are not timed.
- The run puts the maximum operating frequency at 97.5 MHz.
- The run gives the setup TNS as 0 ns.
- The run puts the clock period minus final worst setup slack at 10.26 ns.
- The run gives the number of unconstrained endpoints as around 64.
- The run puts the worst relative slew slack at -6.75%.
- From the final report, the count of setup violators was given as 0.
- The run puts the worst path setup slack after routing at about 11 ns.

Power:
- The run gives the leakage power of the design as 79.2 nW.
- VDD sags by at most 0.0735 mV.
- The run puts the total power draw at between 0.01 and 0.015 W.
- The run gives the power density normalized to cell area as 60.4 nW/um^2.

Logic synthesis:
- A synthesized cell averages 11.3 sq um.
- The run gives the number of distinct library cell variants in the gate-level netlist after synthesis as about 75.
- The run gives the share of flip-flops with an asynchronous set or reset after synthesis as 0%.
- Sorting the synthesized cells by area gives the leading types as edfxtp_1 31%, mux4_2 26%, mux2i_1 11%.
- The run puts the count of state elements after synthesis at around 2100.
- The run gives the most used flip-flop cell as edfxtp_1.
- The run gives the number of cells produced by synthesis as 17800.
- The run puts the count of flip-flops with a built-in enable after synthesis at 2048.
- Sorting the Yosys area breakdown by cell type puts at the top edfxtp_1.
- The run puts the yosys warning tally at 1.
- For this run, the chip area from Yosys synthesis comes to 201000 sq um.
- The run puts the portion of synthesized cell area occupied by the leading cell type at between 30 and 40%.
- The run gives the cell total in the yosys stat output as between 15000 and 20000.
- The mapped netlist covers 201000 sq um.

Placement:
- The run puts the final RePlAce weighted congestion at between 1 and 1.5.
- The run puts the total of buffers placed on input and output ports at 74.
- The run gives the post-placement setup slack as between 10 and 15 ns.
- The wire-length estimate of the detail-placed layout is 807 mm.

Min path:
- The report gives the cell count of the worst hold path as 2.
- The endpoint of the worst hold path is reported as DM[220][2].
- The tightest min-delay check is of the primary input to register type.
- The worst hold path begins at WriteData[2].

Layout:
- The run gives the footprint of the flip-flops and latches as slightly above 60000 sq um.
- The run puts the share of layout cells above drive strength 1 at 30.0%.
- The run gives the multi-input combinational cell area as 131000 sq um.
- In the final layout, the fill cell count is 33300.
- The run puts the area growth from synthesis to layout at 8.05%.

Floorplanning:
- The run gives the height of the die as 637 um.
- The run puts the floorplan utilization at just over 50%.
- The run puts the boundary pin count at 99.
- The run gives the full die area as 405000 sq um.
- The run puts the width of the chip at 637 um.
- In this run the standard cell core region covers between 400000 and 500000 sq um.
- The run puts the number of placement rows at 232.

CTS:
- TritonCTS built the clock tree.
- For reference, the clock transition at the flip-flops on the worst setup and hold paths is around 0.060 ns.
- The run gives the maximum count of clock buffers along a single path as 4.
- The run gives the quantity of gates resized following cts as 0.
- The run gives the number of clock buffers inserted by TritonCTS as 275.
- For this design, the CTS-stage hold fixing added 0 buffers.
- The run gives the number of setup buffers added after CTS as 0.
- The root buffer cell chosen for the clock tree is clkbuf_16.
- CTS built an H-tree with a depth of 5.

Route:
- The run puts the routed wirelength normalized by instance count at 51.7 um.
- The run gives the post-detailed-route via-to-cell ratio as 7.99.
- According to the report, the first pass of detailed routing completed in 9 iterations.
- The run gives the DRC violation count after routing as 0.
- The run gives the via count of the routed design as between 150k and 200k.
- The run gives the final antenna-violating net count as 0.
- The run puts the initial DRC count at 23100.
- The run gives the post-detailed-routing wire length as 1180 mm.

Status:
- The final reports fail on max-capacitance violations, max-slew violations.
- The run finished, with violations left.
-- metrics by stage --
stage          hold WS (ns)  instance area [sq um]  instances  util (%)
5_1_grt                3.87                 217000      22600      54.3
6_report               3.79                 218000      22800      54.4
3_3_place_gp           4.83                 208000      22000      52.0
2_1_floorplan          4.72                 201000      17800         -
4_1_cts                3.82                 217000      22500      54.2
3_5_place_dp           4.84                 208000      22000      52.0
-- layout make-up --
cell class                      instances  area share (%)
Clock buffer                          347            3.38
Sequential cell                      2080            28.5
Clock inverter                        144           0.631
Tap cell                             5265            3.03
Timing Repair Buffer                 1020            3.75
Multi-Input combinational cell      13600            60.3
Inverter                                4         0.00920
Antenna cell                          355           0.408
-- sequential cells by signal, indices dropped and copies added, names as in the netlist --
signal / cells
ReadData: 32
DM: 2048
-- where the power goes --
part	switching (W)	leakage [nW]	total [W]	internal [W]
logic	0.00250	56.3	0.00368	0.00118
registers	0.0000729	18.7	0.00462	0.00454
clock network	0.00210	4.25	0.00484	0.00274
-- per-layer routing --
metal | GRT usage (%) | vias up | share of wire [%]
met1 | 69.9 | 89900 | 30
li1 | - | 69300 | -
met3 | 53.0 | 4489 | 21
met2 | 72.8 | 18500 | 38
met4 | 45.7 | 233 | 9.9
met5 | 27.0 | - | 0.91
-- Yosys cell counts, types with 11 or more instances --
library cell	n
a211oi_1	984
a21o_1	977
a21oi_1	813
a221oi_1	27
a22o_1	27
a22oi_1	160
a31oi_1	88
a32oi_1	41
buf_1	69
buf_2	451
buf_4	112
buf_6	26
clkbuf_1	1485
dlxtp_1	32
edfxtp_1	2048
mux2_2	1087
mux2i_1	2175
mux4_2	2352
nand2_1	1599
nand3_1	283
nand3b_1	69
nand4_1	71
nor2_1	1859
nor2_2	54
nor2_4	107
nor3_1	58
nor3_2	12
nor4_1	11
o211ai_1	16
o21ai_0	469
o21ai_1	89
o22ai_1	13
-- worst max path at each step --
| stage | slack [ns] | startpoint | end | depth (start not counted) |
|---|---|---|---|---|
| after CTS | 11.54 | Address[1] | DM[103][5] | 14 |
| after global routing | 11.20 | Address[1] | DM[103][5] | 14 |
| final | 10.84 | Address[1] | DM[103][1] | 14 |
-- logic make-up after synthesis --
| kind of cell | synth area share (%) |
|---|---|
| and+or+nand+nor | 8.86 |
| AOI/OAI and AO/OA | 12.4 |
| xor gates and xnor gates | 0.111 |
| latches | 0.239 |
| buffers and inverters | 4.59 |
| muxes | 43.2 |
| adders and majority gates | 0.0559 |
| DFF | 30.5 |
-- placed cells by master (no fill, tap or decap), types with 89 or more instances in the layout --
cell / n
mux4_2: 2352
mux2i_1: 2175
edfxtp_1: 2048
nor2_1: 1771
nand2_1: 1588
mux2_2: 1087
a211oi_1: 984
a21o_1: 977
buf_4: 936
a21oi_1: 811
o21ai_0: 468
diode_2: 355
clkbuf_16: 284
nand3_1: 282
nor2_4: 167
a22oi_1: 160
o21ai_1: 89
Power figures rest on the tool's default switching activity, not on a simulated workload.
